===== flow/design.v =====
module RegEXMEM(
    RegWrite_i,
    MemtoReg_i,
    MemRead_i,
    MemWrite_i,
    ALUResult_i,
    MemWrData_i,
    RegDest_i,
    RegWrite_o,
    MemtoReg_o,
    MemRead_o,
    MemWrite_o,
    ALUResult_o,
    MemWrData_o,
    RegDest_o,
    clk
);
input clk;
input RegWrite_i;
input MemtoReg_i;
input MemRead_i;
input MemWrite_i;
input [31:0] ALUResult_i;
input [31:0] MemWrData_i;
input [4:0] RegDest_i;
output RegWrite_o;
output MemtoReg_o;
output MemRead_o;
output MemWrite_o;
output [31:0] ALUResult_o;
output [31:0] MemWrData_o;
output [4:0] RegDest_o;
reg RegWrite;
reg MemtoReg;
reg MemRead;
reg MemWrite;
reg [31:0] ALUResult;
reg [31:0] MemWrData;
reg [4:0] RegDest;
assign RegWrite_o = RegWrite;
assign MemtoReg_o = MemtoReg;
assign MemRead_o = MemRead;
assign MemWrite_o = MemWrite;
assign ALUResult_o = ALUResult;
assign MemWrData_o = MemWrData;
assign RegDest_o = RegDest;
always @(posedge clk) begin
    RegWrite <= RegWrite_i;
    MemtoReg <= MemtoReg_i;
    MemRead <= MemRead_i;
    MemWrite <= MemWrite_i;
    ALUResult <= ALUResult_i;
    MemWrData <= MemWrData_i;
    RegDest <= RegDest_i;
end
endmodule

===== flow/run.sh =====
#!/bin/bash
# OpenROAD 26Q1-2900-gdf79404cd8, Yosys 0.63+post, stock flow scripts
make -C /OpenROAD-flow-scripts/flow DESIGN_CONFIG=/design/flow/config.mk WORK_HOME=/design/flow/orfs finish

===== flow/config.mk =====
export PLATFORM = sky130hd
export DESIGN_NAME = RegEXMEM
export DESIGN_NICKNAME = RegEXMEM
export VERILOG_FILES = /design/flow/design.v
export SDC_FILE = /design/flow/constraint.sdc
export NUM_CORES = 4
export LEC_CHECK = 1
export CORE_UTILIZATION = 30

===== flow/constraint.sdc =====
current_design RegEXMEM

set clk_period 1.0
set clk_io_pct 0.2

create_clock -name clk0 -period $clk_period [get_ports {clk}]

set non_clock_inputs [all_inputs -no_clocks]
set_input_delay [expr $clk_period * $clk_io_pct] -clock clk0 $non_clock_inputs
set_output_delay [expr $clk_period * $clk_io_pct] -clock clk0 [all_outputs]

==> results.txt <==
This note records the results obtained with Yosys and OpenROAD.

Hold path
Note that the worst hold path type here is input port to register. The number of cells traversed by the worst hold path is 1. The startpoint of the worst hold path is MemWrData_i[2]. Hold analysis lists the worst path endpoint as MemWrData[2].

Route
The script parses the final routing iteration and logs DRC violations as 0. The total vias in the final route is 1121. The via-per-instance ratio is 3.88.

The number of nets still failing antenna checks after routing is 0. The number of iterations in the first detailed-routing pass is 4. The total antenna diodes in the routed design is 0. In the post-route report, total wirelength is listed as 3.49 mm.

Detailed-route iteration 0 reported a violation count of 23. The routed design shows a wire length per standard cell of 12.1 um.

Clocking
The maximum buffer depth of the clock tree is 2. The H-tree was split into 3 levels. Looking at the clock tree report, the root buffer type is clkbuf_8. The number of buffers added for setup after CTS is 0. The clock buffer count from CTS is 9.

The count of hold-fix buffers inserted at cts is 0. The clock edge transition at the registers on the reported setup and hold paths is 70 ps. The number of sinks driven by the clock tree is 73. The TritonCTS clock tree is yes.

Setup path
In this run the worst path has a maximum fanout of 1. Data arrives at the worst endpoint at 730 ps. For the worst setup path, the data required time is 800 ps.

For this run, the slowest stage of the critical path takes 310 ps. Counting both buffers and inverters, the worst setup path holds a total of 1. STA classifies the critical path startpoint as a register. The dominant delay contributor by cell family on the critical path is flip-flops. The cell at the slowest stage of the critical path is dfxtp_2. The cell sequence reported for the critical path is buf_2. The element type at the critical path end is an output port. The type of the setup path with the least slack is register to output port.

Yosys
After synthesis the netlist holds a flip-flop and latch count of 73. The post-synth count of flops with an enable pin is 0. The sequential element share of the synthesized area is 1.00. For reference, the post-synthesis area per instance comes to 20.0 sq um. Counting every instance in the synthesized netlist gives 73. The most used standard cell by instance count after synthesis is dfxtp_1. The synthesis report lists the most area-consuming cells as dfxtp_1 100%.

The netlist area before placement is 1460 sq um. After synthesis, the design contains 73 cells according to Yosys. The share of synthesized registers carrying an async set or reset is 0. The count of cell types in the netlist is 1. Post-synthesis, Yosys gives the total cell area as 1460 sq um. Counting the warning lines in the Yosys log gives 1. The proportion of netlist area held by the largest area contributor is 1.00. For reference, the top cells by count after synthesis are 73 x dfxtp_1.

The commonest register cell after synthesis is dfxtp_1. Sorting the Yosys area breakdown by cell type puts at the top dfxtp_1.

Place
The half-perimeter wire length after placement is 2.73 mm. Once placement completed, the tool counted placed cells totaling 273. The final RePlAce weighted congestion is 0.764. The number of input and output port buffers inserted is 146.

Final timing
Setup repair after global routing left no endpoint under its margin. The sum of negative setup slack is 0 ps. The worst-case headroom to the max-slew limit is 0.935. In this build the clock could be raised as far as 1070 MHz.

The final max-slew violation count recorded for this run is 0. The last timing report of the flow puts the setup violation total at 0. The actual transition at the worst max-transition pin is 98.2 ps. The final timing report derives a shortest allowable period of 933 ps.

Of the available clock period, the critical path in the final layout requires 0.933. The count of final hold-check violations is 0.

Floorplan
The die area is 5150 sq um. In this run the vertical extent of the chip is 71.8 um. The floorplan has 25 rows. The horizontal die dimension is 71.8 um. The number of I/O pins is 147.

In this run the standard cell core region covers 4690 sq um. In the floorplan report the effective utilization is 0.311.

Power and ir drop
The static power due to leakage is 1.28 nW. The power density over the cells is 1940 nW/um^2. The overall power after layout is 5.43 mW. In this run the VDD rail shows a maximum IR drop of 0.00100 V.

Final layout
The area taken by sequential standard cells is reported as 1470 sq um. The number of inserted filler cells in the final layout is 398. In the final layout, the multi-input gates occupy 0 sq um. The layout contains a multi-input combinational cell count of 0. The fraction of layout instances using a drive strength above 1 is 0.396. The tally of non-filler cells in the final layout is 289. The area added between synthesis and finish is 92.0%.

Global routing
The via count of the first global-routing pass is 1143. Across every metal layer, demand over resource in global routing totals 0.139. The number of antenna violations at the first check in global routing was 0. The first global-routing pass estimated 5.35 mm of wire. After global routing the overflow that remains totals 0. Entering global routing, the biggest net connects 12 pins.

Status
The flow ran to the end, and the final reports show no timing, DRC or antenna violations.

Job
The number of warnings reported in the stage logs is 26. The tool flagged a number of max-cap violations equal to 0.
per-stage QoR:
| step | hold WS (ps) | utilization | instance area, sq um | worst slack [ps] |
|---|---|---|---|---|
| after floorplan | 228 | - | 1460 | 538 |
| after global placement | 649 | 0.637 | 2990 | 28.6 |
| after detailed placement | 652 | 0.637 | 2990 | 33.7 |
| after CTS | 292 | 0.602 | 2830 | 0.555 |
| after global routing | 291 | 0.598 | 2810 | 11.8 |
| final | 312 | 0.598 | 2810 | 66.8 |
state kept, by name, summed over array words and instances (netlist names):
name       count
ALUResult     32
MemRead        1
MemWrData     32
MemWrite       1
MemtoReg       1
RegDest        5
RegWrite       1
metal layers:
layer	track usage	wire length, um	vias up	part of all wire
met5	0	0	-	0
met3	0.0685	555	8	0.16
met2	0.213	1540	91	0.44
li1	-	-	538	-
met1	0.184	1330	484	0.38
met4	0.0349	66	0	0.019
what timing repair did:
action,in CTS,in global routing
endpoints found under the setup margin,73,4
hold endpoints to repair,0,0
gates resized,220,5
cell usage in the layout, fill, tap and decap left out, drive strengths merged:
master and count:
buf 69, dfxtp 73, clkbuf 17, clkinv 3
clkdlybuf4s50 73
cells by family (layout without fill, tap and decap cells):
| kind of cell | count (synthesis) | in the layout | share of synthesized area |
|---|---|---|---|
| buf+inv | 0 | 162 | 0 |
| flops | 73 | 73 | 1.00 |
area by class of cell:
type | count | area share
Clock buffer | 13 | 0.0566
Clock inverter | 3 | 0.00535
Sequential cell | 73 | 0.523
Tap cell | 54 | 0.0241
Timing Repair Buffer | 146 | 0.391
worst max-delay path by stage:
stage,to,slack [ps],cells past startpoint,start
final,MemWrData_o[2],70,1,MemWrData[2]
after global routing,MemRead_o,10,1,MemRead
after CTS,ALUResult_o[7],0.6,1,ALUResult[7]
power breakdown:
group          switching, mW  internal [mW]  total [mW]
clock                  0.921           1.03        1.95
sequential            0.0316           3.07        3.10
combinational         0.0518          0.338       0.390
No activity file was given, so power comes from the tool's default toggle rates.
