--- design/flow/config.mk ---
export PLATFORM = sky130hd
export DESIGN_NAME = RegIDEX
export DESIGN_NICKNAME = RegIDEX
export VERILOG_FILES = /design/flow/design.v
export SDC_FILE = /design/flow/constraint.sdc
export NUM_CORES = 4
export LEC_CHECK = 1
export CORE_AREA = 10 10 149 149
export DIE_AREA = 0 0 159 159
--- design/flow/constraint.sdc ---
current_design RegIDEX

set clk_period 1.0
set clk_io_pct 0.2

create_clock -name clk0 -period $clk_period [get_ports {clk}]

set non_clock_inputs [all_inputs -no_clocks]
set_input_delay [expr $clk_period * $clk_io_pct] -clock clk0 $non_clock_inputs
set_output_delay [expr $clk_period * $clk_io_pct] -clock clk0 [all_outputs]
--- design/flow/design.v ---
module RegIDEX(
    RegWrite_i,
    MemtoReg_i,
    MemRead_i,
    MemWrite_i,
    ALUOp_i,
    ALUSrc_i,
    Rd1_i,
    Rd2_i,
    Imm_i,
    ALUCtrl_i,
    RegDest_i,
    Rs1_i,
    Rs2_i,
    RegWrite_o,
    MemtoReg_o,
    MemRead_o,
    MemWrite_o,
    ALUOp_o,
    ALUSrc_o,
    Rd1_o,
    Rd2_o,
    Imm_o,
    ALUCtrl_o,
    RegDest_o,
    Rs1_o,
    Rs2_o,
    clk
);
input clk;
input RegWrite_i;
input MemtoReg_i;
input MemRead_i;
input MemWrite_i;
input [1:0] ALUOp_i;
input ALUSrc_i;
input [31:0] Rd1_i;
input [31:0] Rd2_i;
input [31:0] Imm_i;
input [9:0] ALUCtrl_i;
input [4:0] RegDest_i;
input [4:0] Rs1_i;
input [4:0] Rs2_i;
output RegWrite_o;
output MemtoReg_o;
output MemRead_o;
output MemWrite_o;
output [1:0] ALUOp_o;
output ALUSrc_o;
output [31:0] Rd1_o;
output [31:0] Rd2_o;
output [31:0] Imm_o;
output [9:0] ALUCtrl_o;
output [4:0] RegDest_o;
output [4:0] Rs1_o;
output [4:0] Rs2_o;
reg RegWrite;
reg MemtoReg;
reg MemRead;
reg MemWrite;
reg [1:0] ALUOp;
reg ALUSrc;
reg [31:0] Rd1;
reg [31:0] Rd2;
reg [31:0] Imm;
reg [9:0] ALUCtrl;
reg [4:0] RegDest;
reg [4:0] Rs1;
reg [4:0] Rs2;
assign RegWrite_o = RegWrite;
assign MemtoReg_o = MemtoReg;
assign MemRead_o = MemRead;
assign MemWrite_o = MemWrite;
assign ALUOp_o = ALUOp;
assign ALUSrc_o = ALUSrc;
assign Rd1_o = Rd1;
assign Rd2_o = Rd2;
assign Imm_o = Imm;
assign ALUCtrl_o = ALUCtrl;
assign RegDest_o = RegDest;
assign Rs1_o = Rs1;
assign Rs2_o = Rs2;
always @(posedge clk) begin
    RegWrite <= RegWrite_i;
    MemtoReg <= MemtoReg_i;
    MemRead <= MemRead_i;
    MemWrite <= MemWrite_i;
    ALUOp <= ALUOp_i;
    ALUSrc <= ALUSrc_i;
    Rd1 <= Rd1_i;
    Rd2 <= Rd2_i;
    Imm <= Imm_i;
    ALUCtrl <= ALUCtrl_i;
    RegDest <= RegDest_i;
    Rs1 <= Rs1_i;
    Rs2 <= Rs2_i;
end
endmodule
--- design/flow/run.sh ---
#!/bin/bash
# OpenROAD 26Q1-2900-gdf79404cd8, Yosys 0.63+post, stock flow scripts
make -C /OpenROAD-flow-scripts/flow DESIGN_CONFIG=/design/flow/config.mk WORK_HOME=/design/flow/orfs finish
==> reports/summary.txt <==
Status = complete, but fails checks
Violated checks = negative setup slack
Mux frac, synth = 0
CP max stage cell = dfxtp_2
Final Wtd Congestion = 0.778
Power per Cell Area = 2230 nW/um^2
Largest net degree at the start of global routing = 17
Post-CTS setup buffers = 0
Fin. max-slew vios = 0
Setup Crit Path Kind = reg2out
First-pass GRT wire length = 14,800 um
Top cell type by total area after synthesis = dfxtp_1
Vias per cell = 2.94
Worst path depth = 1
Final setup margin = -34.1 ps
Slowest stage delay, CP = 320 ps
Synth top cell by count = dfxtp_1
Clock slew at reported path FFs = 60 ps
Final setup TNS = -616 ps
Buffers on Ports = 256
Synth Area in Compound Gates = 0
Initial core utilization = 0.136
Worst-margin pin slew = 182 ps
Maximum vdd drop = 1560 uV
# rows = 50
Worst path bufs/invs = 1
Grt total ovfl = 0
Post-synth EDFFs = 0
Minimum clock period = 1030 ps
Critical Path Source Type = flip-flop
Final tally of setup violations = 72
Top FF cell, synth = dfxtp_1
Placed insts = 644
Die W = 159 um
Slew Limit Headroom = 0.879
Fraction of layout cells with a size suffix above 1 = 0.415
OpenROAD warning count = 27
Antenna-violating nets left = 0
Cts bufs inserted = 17
Mean Syn Cell Area = 20.0 um^2
CTS Hold Bufs = 0
# clock sinks = 128
Fmax achieved = 967 MHz
# Max-Cap Violations = 0
Drt initial violations = 35
Final worst path period share = 1.03
Die Y = 159 um
Critical Path RT = 800 ps
Drt first pass iters = 2
Flops after synth = 128
Worst hold stages = 1
Yosys cell count = 128
Num ports = 257
Antenna violations before repair = 2
Type of the most critical hold path = in2reg
Vias in the first global route = 2,233
Gate Area = 0 um^2
Post-Syn Instances = 128
Drt wl/cell = 15.1 um
GRT Resource Usage Total = 0.0779
Vias = 1,984
Fa+ha+maj area frac = 0
Async S/R FF share, synth = 0
Crit-path max FO = 1
Hold Fails Final Rpt = 0
Final WL = 10,200 um
Drt drc = 0
Final Util = 0.287
Post-synth seq share = 1.00
Final non-filler cell total = 675
Die area = 25,300 um^2
XOR Share, Synth = 0
Synthesis Warnings = 1
Crit path arrival time = 830 ps
Area contributors post-synth = dfxtp_1 (100%)
LEAKAGE = 2.37 nW
Clk root buf = clkbuf_16
WHS = 227 ps
Hold Startpoint = Rd1_i[28]
RSZ-0062 raised after global routing = yes
YS chip area = 2560 um^2
Maximum clock path buffer count = 2
Cell variety after synth = 1
DPL Wire Length = 8330 um
Comb_multi_in = 0
Synth cell count leaders = dfxtp_1 (128)
Layout Area Growth over Synthesis = 111%
Cell Chain, Critical Path = buf_2
Htree depth = 4
Total Power = 0.0120 W
Post-synth top area share = 1.00
Yosys simple share = 0
CP endpoint kind = output port
CTS tree = done
Hold Crit Endpoint = Rd1[28]
Largest delay contributor family on the critical path = flip-flops
Cell area after synthesis = 2560 um^2
CORE AREA = 18,800 um^2
==> metal layers <==
metal	share of wire	track usage	wire length [um]
met4	0.020	0.0143	208
met1	0.34	0.0766	3480
met3	0.14	0.0530	1390
met5	0.0013	0	13
met2	0.50	0.134	5070
==> repair_timing <==
item	4_1_cts	5_1_grt
setup endpoints to repair	128	128
resized	424	4
hold endpoints to repair	0	0
==> cell families (layout without fill, tap and decap cells) <==
| family | after synthesis | in the layout |
|---|---|---|
| buffers and inverters | 0 | 286 |
| DFF | 128 | 128 |
| other | 0 | 1 |
==> flip-flops by register name, summed over array words and instances, names as in the netlist <==
name	cells
ALUCtrl	10
ALUOp	2
ALUSrc	1
Imm	32
MemRead	1
MemWrite	1
MemtoReg	1
Rd1	32
Rd2	32
RegDest	5
RegWrite	1
Rs1	5
Rs2	5
==> worst max-delay path by stage <==
| stage | end | from |
|---|---|---|
| final | Imm_o[15] | Imm[15] |
| after global routing | Imm_o[15] | Imm[15] |
| after CTS | Rd1_o[28] | Rd1[28] |
==> metrics by stage <==
step	cell area, um^2	worst slack, ps
after floorplan	2560	538
after global placement	5450	-19.2
after detailed placement	5450	-19.0
after CTS	5390	-66.4
after global routing	5400	-79.4
final	5400	-34.1
==> layout make-up <==
class                 count  area, um^2
Clock buffer             23         478
Timing Repair Buffer    256        1930
Clock inverter            7        85.1
Fill cell              1948       13400
Antenna cell              1        2.50
Sequential cell         128        2580
Tap cell                260         325
==> layout by cell type, fill, tap and decap left out, drive strengths merged <==
cell | Yosys | layout
dfxtp | 128 | 128
buf | 0 | 128
clkinv | 0 | 5
diode | 0 | 1
clkdlybuf4s50 | 0 | 128
bufinv | 0 | 2
clkbuf | 0 | 23
==> power by group <==
group | internal, W | switching, W
clock | 0.00381 | 0.00205
sequential | 0.00539 | 0.0000557
combinational | 0.000600 | 0.000137
No activity file was given, so power comes from the tool's default toggle rates.
